===== config.mk =====
export PLATFORM = sky130hd
export DESIGN_NAME = my_module
export DESIGN_NICKNAME = my_module
export VERILOG_FILES = /design/flow/design.v
export SDC_FILE = /design/flow/constraint.sdc
export NUM_CORES = 4
export LEC_CHECK = 1
export CORE_AREA = 10 10 91 91
export DIE_AREA = 0 0 101 101

===== constraint.sdc =====
current_design my_module

set clk_period 1.0
set clk_io_pct 0.2

create_clock -name clk0 -period $clk_period [get_ports {clk_i}]

set non_clock_inputs [all_inputs -no_clocks]
set_input_delay [expr $clk_period * $clk_io_pct] -clock clk0 $non_clock_inputs
set_output_delay [expr $clk_period * $clk_io_pct] -clock clk0 [all_outputs]

===== design.v =====
package ariane_dm_pkg;
  localparam logic [3:0] DataCount     = 4'h2;
  localparam logic [11:0] DataAddr = 12'h380;  
  typedef struct packed {
    logic [31:24] zero1;
    logic [23:20] nscratch;
    logic [19:17] zero0;
    logic         dataaccess;
    logic [15:12] datasize;
    logic [11:0]  dataaddr;
  } hartinfo_t;
  localparam logic [63:0] HaltAddress = 64'h800;
  localparam logic [63:0] ResumeAddress = HaltAddress + 4;
  localparam logic [63:0] ExceptionAddress = HaltAddress + 8;
  localparam logic [2:0] CauseBreakpoint = 3'h1;
  localparam logic [2:0] CauseTrigger    = 3'h2;
  localparam logic [2:0] CauseRequest    = 3'h3;
  localparam logic [2:0] CauseSingleStep = 3'h4;
endpackage : ariane_dm_pkg
package cva6_config_pkg;
    localparam CVA6ConfigXlen = 32;
    localparam CVA6ConfigFpuEn = 0;
    localparam CVA6ConfigF16En = 0;
    localparam CVA6ConfigF16AltEn = 0;
    localparam CVA6ConfigF8En = 0;
    localparam CVA6ConfigFVecEn = 0;
    localparam CVA6ConfigCvxifEn = 1;
    localparam CVA6ConfigCExtEn = 1;
    localparam CVA6ConfigAExtEn = 0;
    localparam CVA6ConfigFetchUserEn = 0;
    localparam CVA6ConfigFetchUserWidth = CVA6ConfigXlen;
    localparam CVA6ConfigDataUserEn = 0;
    localparam CVA6ConfigDataUserWidth = CVA6ConfigXlen;
    localparam CVA6ConfigRenameEn = 0;
    localparam CVA6ConfigIcacheSetAssoc = 4;
    localparam CVA6ConfigDcacheSetAssoc = 8;
    localparam CVA6ConfigNrCommitPorts = 2;
    localparam CVA6ConfigNrScoreboardEntries = 8;
    localparam CVA6ConfigFPGAEn = 0;
endpackage
package cva6_config_pkg;
    localparam CVA6ConfigXlen = 32;
    localparam CVA6ConfigFpuEn = 0;
    localparam CVA6ConfigF16En = 0;
    localparam CVA6ConfigF16AltEn = 0;
    localparam CVA6ConfigF8En = 0;
    localparam CVA6ConfigFVecEn = 0;
    localparam CVA6ConfigCvxifEn = 0;
    localparam CVA6ConfigCExtEn = 0;
    localparam CVA6ConfigAExtEn = 1;
    localparam CVA6ConfigFetchUserEn = 0;
    localparam CVA6ConfigFetchUserWidth = CVA6ConfigXlen;
    localparam CVA6ConfigDataUserEn = 0;
    localparam CVA6ConfigDataUserWidth = CVA6ConfigXlen;
    localparam CVA6ConfigRenameEn = 0;
    localparam CVA6ConfigIcacheSetAssoc = 2;
    localparam CVA6ConfigDcacheSetAssoc = 2;
    localparam CVA6ConfigNrCommitPorts = 1;
    localparam CVA6ConfigNrScoreboardEntries = 4;
    localparam CVA6ConfigFPGAEn = 1;
endpackage
package cva6_config_pkg;
    localparam CVA6ConfigXlen = 32;
    localparam CVA6ConfigFpuEn = 0;
    localparam CVA6ConfigF16En = 0;
    localparam CVA6ConfigF16AltEn = 0;
    localparam CVA6ConfigF8En = 0;
    localparam CVA6ConfigFVecEn = 0;
    localparam CVA6ConfigCvxifEn = 0;
    localparam CVA6ConfigCExtEn = 1;
    localparam CVA6ConfigAExtEn = 1;
    localparam CVA6ConfigFetchUserEn = 0;
    localparam CVA6ConfigFetchUserWidth = CVA6ConfigXlen;
    localparam CVA6ConfigDataUserEn = 0;
    localparam CVA6ConfigDataUserWidth = CVA6ConfigXlen;
    localparam CVA6ConfigRenameEn = 0;
    localparam CVA6ConfigIcacheSetAssoc = 4;
    localparam CVA6ConfigDcacheSetAssoc = 8;
    localparam CVA6ConfigNrCommitPorts = 2;
    localparam CVA6ConfigNrScoreboardEntries = 8;
    localparam CVA6ConfigFPGAEn = 0;
endpackage
package cva6_config_pkg;
    localparam CVA6ConfigXlen = 32;
    localparam CVA6ConfigFpuEn = 0;
    localparam CVA6ConfigF16En = 0;
    localparam CVA6ConfigF16AltEn = 0;
    localparam CVA6ConfigF8En = 0;
    localparam CVA6ConfigFVecEn = 0;
    localparam CVA6ConfigCvxifEn = 0;
    localparam CVA6ConfigCExtEn = 1;
    localparam CVA6ConfigAExtEn = 1;
    localparam CVA6ConfigFetchUserEn = 0;
    localparam CVA6ConfigFetchUserWidth = CVA6ConfigXlen;
    localparam CVA6ConfigDataUserEn = 0;
    localparam CVA6ConfigDataUserWidth = CVA6ConfigXlen;
    localparam CVA6ConfigRenameEn = 0;
    localparam CVA6ConfigIcacheSetAssoc = 4;
    localparam CVA6ConfigDcacheSetAssoc = 8;
    localparam CVA6ConfigNrCommitPorts = 2;
    localparam CVA6ConfigNrScoreboardEntries = 8;
    localparam CVA6ConfigFPGAEn = 0;
endpackage
package cva6_config_pkg;
    localparam CVA6ConfigXlen = 32;
    localparam CVA6ConfigFpuEn = 1;
    localparam CVA6ConfigF16En = 0;
    localparam CVA6ConfigF16AltEn = 0;
    localparam CVA6ConfigF8En = 0;
    localparam CVA6ConfigFVecEn = 0;
    localparam CVA6ConfigCvxifEn = 0;
    localparam CVA6ConfigCExtEn = 1;
    localparam CVA6ConfigAExtEn = 1;
    localparam CVA6ConfigFetchUserEn = 0;
    localparam CVA6ConfigFetchUserWidth = CVA6ConfigXlen;
    localparam CVA6ConfigDataUserEn = 0;
    localparam CVA6ConfigDataUserWidth = CVA6ConfigXlen;
    localparam CVA6ConfigRenameEn = 0;
    localparam CVA6ConfigIcacheSetAssoc = 4;
    localparam CVA6ConfigDcacheSetAssoc = 8;
    localparam CVA6ConfigNrCommitPorts = 2;
    localparam CVA6ConfigNrScoreboardEntries = 8;
    localparam CVA6ConfigFPGAEn = 0;
endpackage
package cva6_config_pkg;
    localparam CVA6ConfigXlen = 64;
    localparam CVA6ConfigFpuEn = 1;
    localparam CVA6ConfigF16En = 0;
    localparam CVA6ConfigF16AltEn = 0;
    localparam CVA6ConfigF8En = 0;
    localparam CVA6ConfigFVecEn = 0;
    localparam CVA6ConfigCvxifEn = 1;
    localparam CVA6ConfigCExtEn = 1;
    localparam CVA6ConfigAExtEn = 1;
    localparam CVA6ConfigFetchUserEn = 0;
    localparam CVA6ConfigFetchUserWidth = CVA6ConfigXlen;
    localparam CVA6ConfigDataUserEn = 0;
    localparam CVA6ConfigDataUserWidth = CVA6ConfigXlen;
    localparam CVA6ConfigRenameEn = 0;
    localparam CVA6ConfigIcacheSetAssoc = 4;
    localparam CVA6ConfigDcacheSetAssoc = 8;
    localparam CVA6ConfigNrCommitPorts = 2;
    localparam CVA6ConfigNrScoreboardEntries = 8;
    localparam CVA6ConfigFPGAEn = 0;
endpackage
package cva6_config_pkg;
    localparam CVA6ConfigXlen = 64;
    localparam CVA6ConfigFpuEn = 1;
    localparam CVA6ConfigF16En = 0;
    localparam CVA6ConfigF16AltEn = 0;
    localparam CVA6ConfigF8En = 0;
    localparam CVA6ConfigFVecEn = 0;
    localparam CVA6ConfigCvxifEn = 0;
    localparam CVA6ConfigCExtEn = 1;
    localparam CVA6ConfigAExtEn = 1;
    localparam CVA6ConfigFetchUserEn = 0;
    localparam CVA6ConfigFetchUserWidth = CVA6ConfigXlen;
    localparam CVA6ConfigDataUserEn = 0;
    localparam CVA6ConfigDataUserWidth = CVA6ConfigXlen;
    localparam CVA6ConfigRenameEn = 0;
    localparam CVA6ConfigIcacheSetAssoc = 4;
    localparam CVA6ConfigDcacheSetAssoc = 8;
    localparam CVA6ConfigNrCommitPorts = 2;
    localparam CVA6ConfigNrScoreboardEntries = 8;
    localparam CVA6ConfigFPGAEn = 0;
endpackage
package riscv;
    typedef enum logic[1:0] {
      PRIV_LVL_M = 2'b11,
      PRIV_LVL_S = 2'b01,
      PRIV_LVL_U = 2'b00
    } priv_lvl_t;
    typedef enum logic [1:0] {
        OFF   = 2'b00,
        TOR   = 2'b01,
        NA4   = 2'b10,
        NAPOT = 2'b11
    } pmp_addr_mode_t;
    typedef enum logic [2:0] {
        ACCESS_NONE  = 3'b000,
        ACCESS_READ  = 3'b001,
        ACCESS_WRITE = 3'b010,
        ACCESS_EXEC  = 3'b100
    } pmp_access_t;
    typedef struct packed {
        logic           x;
        logic           w;
        logic           r;
    } pmpcfg_access_t;
    typedef struct packed {
        logic           locked;      
        logic [1:0]     reserved;
        pmp_addr_mode_t addr_mode;   
        pmpcfg_access_t access_type;
    } pmpcfg_t;
endpackage
module my_module (
    input clk_i,
    input rst_ni,
    input [32-1:0] instn,
    output reg [32-1:0] instn_o
);
    always @(posedge clk_i) begin
        instn_o <= instn;
    end
endmodule

===== run.sh =====
#!/bin/bash
# OpenROAD 26Q1-2900-gdf79404cd8, Yosys 0.63+post, stock flow scripts
make -C /OpenROAD-flow-scripts/flow DESIGN_CONFIG=/design/flow/config.mk WORK_HOME=/design/flow/orfs finish

==> impl_metrics.csv <==
group,metric,value,unit
finish,drive_above_1_share,38.46,%
pwr,max-vdd-ir-drop,441.7,µV
timing,min_period_over_period,95.47,%
route,avg_vias_per_cell,2.762,
route,route.vias.total,500,
finish,reg_top3,"instn_o: 32 flops",
floorplanning,coreArea,0.006350,mm²
placement,port-buffer-count,64,
timing,layout_setup_ws,0.04532,ns
clocking,resized_gates_after_cts,66,
floorplanning,std_cell_rows,29,
route,antenna-diode-count,0,
timing,grt_setup_unrepaired,"false",
setup_path,crit_family,"flip-flops",
synthesis,netlist.area_leader.share,100.0,%
setup_path,critical_path.max_stage_delay,0.31,ns
setup_path,crit_path_top_delay_cell,"sky130_fd_sc_hd__dfxtp_1",
finish,regMostFlops,"instn_o",
synthesis,synthCells,32,
timing,clock.fmax,1047,MHz
setup_path,critical_path_peak_fanout,1,
timing,timing.slew.headroom,95.47,%
synthesis,ys_area,640.6,µm²
setup_path,cp-end-kind,"output port",
synthesis,post_synth.cell_area_avg,20.02,µm²
floorplanning,die_y,101,µm
grt,global_route.overflow_total,0,
setup_path,worst_setup_path_start_kind,"flip-flop",
finish,logic_area,0,µm²
route,routedWlPerCell,12.43,µm
clocking,tritoncts,"done",
timing,fin_crit,0.9547,ns
placement,postPlaceCellArea,0.001378,mm²
grt,grt_antenna_before_repair,0,
floorplanning,initCoreUtil,10.09,%
grt,grt_pass1_vias,530,
route,drt_first_pass_iters,4,
route,wl,2.250,mm
timing,setup-violations-final,0,
synthesis,synth_area_leader_cell,"sky130_fd_sc_hd__dfxtp_1",
timing,setup-tns-final,0,ns
setup_path,worst-setup-path-type,"flip-flop to output port",
timing,slew_violations,0,
clocking,postCtsHoldBufs,0,
finish,fin_util,21.52,%
setup_path,worstPathRequired,0.80,ns
clocking,cts_made_buffers,5,
setup_path,timing.critical_path.buf_inv,1,
grt,grt_first_pass_wirelength,3.208,mm
finish,layout-area-overhead-vs-synth,113.3,%
clocking,h-tree-depth,2,
floorplanning,floorplan.die_area,0.01020,mm²
hold_path,min-delay-path-class,"primary input to flip-flop",
synthesis,synth.lib_cells_used.distinct,1,
synthesis,yosys_cell_count,32,
clocking,cts_root_buffer,"sky130_fd_sc_hd__clkbuf_8",
finish,largest_reg_flops,32,
grt,track_usage,4.206,%
pwr,leakage_component_of_the_power,0.0005826,µW
run_status,run_status,"finished, final reports clean",
synthesis,mappedNetlistArea,640.6,µm²
synthesis,synth.yosys.seq_area_share,100.0,%
timing,timing.hold.ws,0.3536,ns
synthesis,topCellsByArea,"sky130_fd_sc_hd__dfxtp_1 100%",
clocking,cts.sinks,32,
synthesis,yosysWarnings,1,
finish,postLayoutCellArea,0.001366,mm²
finish,logic_gates,0,
placement,place.gp.congestion,0.6833,
pwr,pwr_density_cell,1883,mW/mm²
floorplanning,fp.dieW,101,µm
setup_path,cp.arrival,0.75,ns
placement,placement.setup.worst_slack,0.01168,ns
route,drt_drc_violations_left,0,
clocking,clkSlewWorstSetupHoldPaths,0.07,ns
route,drtAntennaViolNets,0,
route,dr.first_iter.drc_count,2,
clocking,postCtsSetupBuffers,0,
synthesis,numSynthFlops,32,
timing,hold_violations,0,
job,log.warning_count,26,
setup_path,cp_cell_sequence,"clkdlybuf4s15_1",
grt,pin_count_of_the_biggest_net_entering_global_routing,11,
floorplanning,io_pins,66,
job,cap_violations,0,
clocking,clk_path_buf_depth,2,
timing,timing_worst_slew_pin_value,0.06788,ns
## power by group
part	total, µW	internal [µW]	switching (µW)
Sequential	1360	1350	14.5
Combinational	186	158	27.4
Clock	1030	549	477
## layout make-up
type / count / area (µm²)
clock buffer: 6 / 82.58
timing repair buffer: 64 / 525.5
tap: 77 / 96.34
sequential: 32 / 651.9
clock inverter: 2 / 10.01
fill: 670 / 4984
## logic make-up after synthesis
family | Yosys count | share of synthesized area, %
DFF | 32 | 100.0
## final timing paths
check | depth (start not counted) | startpoint | slack, ns | endpoint
min | 1 | instn[27] | 0.35 | instn_o[27]
max | 1 | instn_o[10] | 0.05 | instn_o[10]
## metrics by stage
stage	cells	total power (µW)
after global placement	173	1632
after CTS	181	2663
after detailed placement	173	1635
final	181	2573
after global routing	181	2719
after floorplan	32	1370
## routing by layer
| layer | wire length, µm | share of wire [%] | track usage, % | vias up |
|---|---|---|---|---|
| li1 | - | - | - | 237 |
| met1 | 736 | 33 | 3.938 | 223 |
| met2 | 1060 | 47 | 6.634 | 35 |
| met3 | 409 | 18 | 4.019 | 5 |
| met4 | 44 | 2.0 | 0.7503 | 0 |
| met5 | 0 | 0 | 0 | - |
## cell usage after synthesis
cell and count:
sky130_fd_sc_hd__dfxtp_1 32
## layout by cell type, fill, tap and decap left out
| cell | count |
|---|---|
| sky130_fd_sc_hd__clkinv_2 | 2 |
| sky130_fd_sc_hd__clkbuf_2 | 22 |
| sky130_fd_sc_hd__dfxtp_1 | 23 |
| sky130_fd_sc_hd__clkdlybuf4s15_1 | 9 |
| sky130_fd_sc_hd__dfxtp_2 | 9 |
| sky130_fd_sc_hd__clkbuf_8 | 6 |
| sky130_fd_sc_hd__clkdlybuf4s50_1 | 32 |
| sky130_fd_sc_hd__buf_2 | 1 |
No activity file was given, so power comes from the tool's default toggle rates.
